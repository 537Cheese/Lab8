File: config.mk
export PLATFORM = sky130hd
export DESIGN_NAME = datapath
export DESIGN_NICKNAME = datapath
export VERILOG_FILES = /design/flow/design.v
export SDC_FILE = /design/flow/constraint.sdc
export NUM_CORES = 4
export LEC_CHECK = 1
export CORE_UTILIZATION = 40
File: constraint.sdc
current_design datapath

set clk_period 333.7
set clk_io_pct 0.2

create_clock -name clk0 -period $clk_period [get_ports {clock}]

set non_clock_inputs [all_inputs -no_clocks]
set_input_delay [expr $clk_period * $clk_io_pct] -clock clk0 $non_clock_inputs
set_output_delay [expr $clk_period * $clk_io_pct] -clock clk0 [all_outputs]
File: design.v
module FFD_resettable(clock, reset_, d, q);
   parameter WIDTH = 32;
   input  [WIDTH-1:0] d;
   input clock, reset_;
   output [WIDTH-1:0] q;
   reg [WIDTH-1:0] q;
   always @(posedge clock)
      #1.2 if (!reset_) q <= 0;
      else q <= d;
endmodule
module regfile(clock, regWrite, readReg1, readReg2, regDest, writeData, readData1, readData2);
   input clock, regWrite;
   input[4:0] readReg1, readReg2, regDest;
   input[31:0] writeData;
   output[31:0] readData1, readData2;
   reg[31:0] readData1, readData2;
   reg[31:0] regFile[0:31];
   always @(negedge clock) if (regWrite == 1) regFile[regDest] <= writeData;
   always @(readReg1) readData1 <= (readReg1 != 0) ? regFile[readReg1] : 0;
   always @(readReg2) readData2 <= (readReg2 != 0) ? regFile[readReg2] : 0;
endmodule
module adder(a, b,  out);
   input[31:0] a, b;
   output[31:0] out;
   assign out = OUT(a, b);
   function [31:0] OUT;
       input [31:0] a, b;
       begin
       casex(b[31])
           1'b1:   begin
                   b = ~b;
                   b = b + 1'b1;
                   OUT = a - b;
                   end
           default: OUT = a + b;
       endcase
     end
   endfunction
endmodule
module alu(a, b, aluctrl,  aluOut, zero, LSb_aluresult);
   input  [31:0] a, b;
   input  [3:0] aluctrl;
   output[31:0] aluOut;
   output zero, LSb_aluresult;
   reg[31:0] aluOut;
   assign zero = (aluOut==0) ? 1 : 0;
   assign LSb_aluresult = aluOut[0];
   always @(aluctrl or a or b)
      casex (aluctrl)
         0: aluOut <= a & b;
         1: aluOut <= a | b;
         2: aluOut <= OUT(a, b);
         4: aluOut <= a * b;
         5: aluOut <= a / b;
         10: aluOut <= a - b;
         11: aluOut <= (a < b) ? 1:0;
         default: aluOut<=0;
      endcase
      function [31:0] OUT;
          input [31:0] a, b;
          begin
          casex(b[31])
              1'b1:   begin
                      b = ~b;
                      b = b + 1'b1;
                      OUT = a - b;
                      end
              default: OUT = a + b;
          endcase
          end
      endfunction
endmodule
module datapath(clock, reset_, memtoreg, regwrite, aluControl, instr, readDataDMem, zero, pc, aluOut, readData2, selBranch, alusrcA, alusrcB, jump, LSb_aluresult);
   input clock, reset_, memtoreg, selBranch, alusrcA, alusrcB, regwrite, jump;
   input[3:0] aluControl;
   input[31:0] instr, readDataDMem;
   output zero, LSb_aluresult;
   output[31:0] pc, aluOut, readData2;
   wire[4:0] writereg;
   wire[31:0] pcnext, pcplus4, pcbranch, pcMux;
   wire[31:0] immOut, aluinA, aluinB, writeDataRegFile, readData1;
   assign writereg = instr[11:7];
   FFD_resettable #(32) pcreg(clock, reset_, pcnext, pc);
   adder                pcaddStart(pc, 32'b100, pcplus4);
   adder       pcaddBranch(pc, immOut, pcbranch);
   mux #(32)   pcBranchMux(pcplus4, pcbranch, selBranch, pcMux);
   mux #(32)   pcJumpMux(pcMux, aluOut, jump, pcnext);
   regfile     rf(clock, regwrite, instr[19:15], instr[24:20], instr[11:7], writeDataRegFile, readData1, readData2);
   mux #(32)   muxToWrite(aluOut, readDataDMem, memtoreg, writeDataRegFile);
   immGenerator immg(instr, immOut);
   mux #(32)  muxsrcB(readData2, immOut, alusrcB, aluinB);
   mux #(32)  muxsrcA(pc, readData1, alusrcA, aluinA);
   alu        alu(aluinA, aluinB, aluControl, aluOut, zero, LSb_aluresult);
endmodule
module immGenerator(instruction, immOut);
   input [31:0] instruction;
   output[31:0] immOut;
   reg[31:0] IMM_OUT;
   wire[6:0] opcode;
   wire[2:0] funct3;
   assign immOut = IMM_OUT;
   assign opcode = instruction[6:0];
   assign funct3 = instruction[14:12];
   always @(instruction) #0.1
   casex(opcode)
        7'b0010011: IMM_OUT <= { {21{instruction[31]}}, instruction[30:25], instruction[24:21], instruction[20]};
        7'b0100011: IMM_OUT <= { {21{instruction[31]}}, instruction[30:25], instruction[11:8], instruction[7]};
        7'b0010111: IMM_OUT <= { instruction[31], instruction[30:20], instruction[19:12], {12{1'b0}} };
        7'b0000011: IMM_OUT <= { {21{instruction[31]}}, instruction[30:25], instruction[24:21], instruction[20]};
        7'b1101111: IMM_OUT <= { {12{instruction[31]}}, instruction[19:12], instruction[20], instruction[30:25], instruction[24:21], {1{1'b0}}};
        7'b1100011: IMM_OUT <= { {20{instruction[31]}}, instruction[7], instruction[30:25], instruction[11:8], {1{1'b0}}};
        default: IMM_OUT <= 32'bx;
    endcase
endmodule
module mux (data0, data1, sel, out);
  parameter WIDTH = 32;
  input [WIDTH-1:0] data0, data1;
  input sel;
  output [WIDTH-1:0] out;
  assign out = (sel == 1) ? data1 : data0;
endmodule
File: run.sh
#!/bin/bash
# OpenROAD 26Q1-2900-gdf79404cd8, Yosys 0.63+post, stock flow scripts
make -C /OpenROAD-flow-scripts/flow DESIGN_CONFIG=/design/flow/config.mk WORK_HOME=/design/flow/orfs finish
==> changes_impl.md <==
### Implementation results

* Tot GR Track Use at 0.377
* Worst Path Arrival at 260.37 ns
* Synth flops at 1,056
* Main area contributors: edfxtp_1 (31%), ha_1 (9.8%), mux4_2 (8.5%)
* Largest stage delay, worst path at 0.70 ns
* Predominant post-synthesis flop cell: edfxtp_1
* CP max-delay cell: or4_4
* Synth-to-layout area growth at 15.2%
* Num CTS Buffers at 102
* Cell family with most CP delay: AND-OR/OR-AND gates
* Routed wire length at 451,000 um
* Worst Path Max Fanout at 32
* GP Congestion at 1.05
* Final Setup Violations at 0
* Yosys warns at 5
* CTS tree: done
* Core area at 0.249 mm^2
* Post-route DRC violation count at 0
* Crit path top cell by count: o21a_1
* Crit start category: flip-flop
* Yosys chip area at 0.100 mm^2
* Cell Area, Synth at 0.100 mm^2
* OpenROAD warning count at 1,094
* Design area at 0.115 mm^2
* Most instantiated library cell after synthesis: edfxtp_1
* Pin count of the biggest net entering global routing at 81
* Die Span X at 502 um
* Die H at 502 um
* I/O Pins at 174
* Status: finished clean
* VDD IR max at 0.0435 mV
* Total congestion overflow at 0
* Share of cells above drive strength 1 at 0.130
* Worst skew pair latency at 0.74 ns
* Clk pin slew, worst setup/hold paths at 0.07 ns
* Syn avg cell area at 10.2 um^2
* RSZ-0062 raised after global routing: no
* Leak at 50.4 nW
* FP Util at 0.403
* 1st-iter DRT viols at 6,359
* HPWL after detailed placement at 329,000 um
* Slew HR at 0.221
* Final Max Tran Viols at 0
* Post-CTS Hold Buffers at 0
* Synth Seq Share at 0.313
* Chip area at 0.253 mm^2
* DR vias at 87,644
* Setup TNS at 0 ns
* CP bufs+invs at 31
* Area share, top type at 0.307
* Worst slew pin tran at 1.14 ns
* Layout Cells excl Fill at 14,512
* First-pass GRT wire length at 634,000 um
* Clk_skew at 0.0534 ns
* Netlist cell types at 114
* Via density at 6.04
* Vias in the first global route at 90,523
* Initial antenna violation count at 27
* Post-synthesis async set-or-reset flop share at 0
* Placement Rows at 183
* Placed cells at 13,275
* Post-synth top cells: edfxtp_1 (1,024), nand2_1 (955), nor2_1 (833)
* Sink Count at 1,056
* Drt first pass iters at 7
* CP required at 266.96 ns
* PortBufs at 173
* Max-Cap Viols at 0
* Critical Path Sink Type: output port
* CTS root buffer: clkbuf_16
* Syn Inst Count at 9,820
* Post-route ant nets at 0
* Hold Violations, Final at 0
* WS Path Type: flip-flop to output port
* Post-Place Cell Area at 0.108 mm^2
* CTS H-Tree Depth at 3
* Pwr Density at 11.2 mW/mm^2
* Area leader, netlist: edfxtp_1
* Avg WL per Cell at 31.0 um
* Clock tree buffer depth at 3
* Post-synth EDFFs at 1,024
* Ys cells at 9,820
* Hold WC Path Type: flip-flop to flip-flop
-- cells in the final DEF, fill, tap and decap left out, types with 62 or more instances in the layout --
master | synthesis | layout
inv_1 | 725 | 1762
edfxtp_1 | 1024 | 1024
nand2_1 | 955 | 951
nor2_1 | 833 | 792
ha_1 | 782 | 782
a21oi_1 | 553 | 539
buf_4 | 37 | 425
fa_1 | 411 | 411
mux4_2 | 379 | 379
mux2i_1 | 352 | 347
o21ai_0 | 319 | 311
xnor2_1 | 302 | 302
nor3_1 | 252 | 247
mux2_2 | 185 | 185
o21a_1 | 174 | 173
a21o_1 | 167 | 167
nand3_1 | 157 | 157
xor2_1 | 157 | 157
clkdlybuf4s50_1 | 0 | 157
clkbuf_16 | 0 | 103
a31oi_1 | 83 | 81
nand4_1 | 79 | 79
nor2b_1 | 82 | 78
or3_1 | 77 | 76
a211oi_1 | 78 | 74
nand2b_1 | 68 | 68
o22ai_1 | 65 | 62
-- final timing paths --
| kind | end | cells past startpoint | slack, ns | start |
|---|---|---|---|---|
| min reg2reg | pcreg.q[1] | 4 | 0.76 | pcreg.q[1] |
| min | pcreg.q[1] | 4 | 0.76 | pcreg.q[1] |
| max | zero | 369 | 6.59 | rf.regFile[13][29] |
| max reg2reg | pcreg.q[0] | 366 | 74.84 | rf.regFile[13][29] |
-- area by class of cell --
cell class	count	area, um^2
flip-flops and latches	1056	31400
fillers	22606	133000
inverters	745	2800
clock buffers	103	2580
repair buffers	600	4940
diodes	21	52.6
well taps	3330	4170
clock inverters	1107	4720
multi-input cells	7550	64800
-- routing by layer --
metal	vias to the layer above	GRT usage	part of all wire
li1	38991	-	-
met1	42131	0.413	0.33
met2	5201	0.557	0.45
met3	1283	0.209	0.13
met4	38	0.262	0.083
met5	-	0.0268	0.0023
-- where the power goes --
group | switching, mW | internal [mW] | leakage (nW) | total (mW)
Clock | 0.0825 | 0.0850 | 7.15 | 0.167
Combinational | 0.582 | 0.363 | 33.6 | 0.945
Sequential | 0.00390 | 0.176 | 9.59 | 0.180
-- cell families (layout without fill, tap and decap cells) --
kind of cell             count (synthesis)  count (layout)  synth area share
adder cells (fa/ha/maj)               1193            1193             0.180
buffers and inverters                 1214            2555            0.0492
multiplexers                           916             916             0.141
XOR/XNOR                               459             459            0.0401
flip-flops                            1056            1056             0.313
other                                    0              21                 0
AND/OR/NAND/NOR                       2816            2816             0.129
AND-OR/OR-AND                         2166            2166             0.147
-- registers in the layout (all words and copies together), names as in the netlist --
register / flops
pcreg.q: 32
rf.regFile: 1024
-- metrics by stage --
stage	hold slack [ns]	setup slack, ns	utilization	total power [mW]
floorplan	0.603	17.42	-	0.813
global placement	0.767	4.03	0.433	1.13
detailed placement	0.759	2.74	0.433	1.13
CTS	0.770	2.74	0.463	1.29
global route	0.870	0.0418	0.464	1.39
finish	0.760	6.59	0.464	1.29
-- worst reg2reg max path: cells and delay by family, from the launching register on --
family | cells | cell delay, ns
compound gates | 206 | 49.72
fa+ha+maj | 31 | 9.40
flops | 1 | 0.38
simple gates | 90 | 21.67
mux | 10 | 3.58
buf+inv | 29 | 7.19
-- repair_timing --
| action | 4_1_cts | 5_1_grt |
|---|---|---|
| setup endpoints to repair | 0 | 68 |
| gates resized | 0 | 40 |
| hold endpoints to repair | 0 | 0 |
| buffers inserted | 0 | 7 |
Power is estimated from default activity; no workload was simulated.
